==> /design/flow/design.v <==
module NextPCLogic(NextPC, CurrentPC, SignExtImm64, Branch, ALUZero, Uncondbranch); 
   input [63:0] CurrentPC, SignExtImm64; 
   input 	Branch, ALUZero, Uncondbranch; 
   output reg [63:0] NextPC; 
	wire branchMUX = (Branch & ALUZero) | Uncondbranch;
	always@(*) begin
	if (branchMUX) NextPC = CurrentPC + (SignExtImm64 << 2);
	else NextPC = CurrentPC + 64'd4;
	end
endmodule
==> /design/flow/run.sh <==
#!/bin/bash
# OpenROAD 26Q1-2900-gdf79404cd8, Yosys 0.63+post, stock flow scripts
make -C /OpenROAD-flow-scripts/flow DESIGN_CONFIG=/design/flow/config.mk WORK_HOME=/design/flow/orfs finish
==> /design/flow/config.mk <==
export PLATFORM = sky130hd
export DESIGN_NAME = NextPCLogic
export DESIGN_NICKNAME = NextPCLogic
export VERILOG_FILES = /design/flow/design.v
export SDC_FILE = /design/flow/constraint.sdc
export NUM_CORES = 4
export LEC_CHECK = 1
export CORE_UTILIZATION = 40
==> /design/flow/constraint.sdc <==
current_design NextPCLogic

set clk_period 45.6
set clk_io_pct 0.2

create_clock -name clk0 -period $clk_period

set non_clock_inputs [all_inputs -no_clocks]
set_input_delay [expr $clk_period * $clk_io_pct] -clock clk0 $non_clock_inputs
set_output_delay [expr $clk_period * $clk_io_pct] -clock clk0 [all_outputs]
==> impl_metrics.csv <==
group,metric,value,unit
yosys,compound_area_frac,0.342,
yosys,tally_of_yosys_warning_messages,1,
setup_path,timing.critical_path.from_type,"input pin",
min_path,holdCritPathClass,"in2out",
setup_path,worstPathMaxFanout,62,
outcome,run_status,"completed",
timing,timing.max_slew.rel_slack,0.560,
timing,final_critical_path_setup_slack,22.00,ns
floorplan,die_width,103,um
setup_path,critPathRequiredTime,36.48,ns
floorplan,fp.coreArea,0.00986,sq mm
timing,hold_violations,0,
clock_network,cts-resized-gates,0,
floorplan,num_io_pins,195,
yosys,ys_top_logic_family,"AND-OR/OR-AND gates",
floorplan,floorplan.rows,36,
setup_path,cp-end-kind,"output pin",
finish,layout.sequential_cells,0,
yosys,synth.top_cell.area_share,0.186,
yosys,synth.largest_area_cell,"ha_1",
setup_path,series_of_cell_instances_along_the_critical_path,"clkdlybuf4s50_1 > a21oi_4 > buf_4 > or2_2 > ha_1 > inv_1 > fa_1 > and2b_1 > o211ai_1 > a211o_1 > a211oi_1 > o2111a_1 > nor3_1 > o41ai_1 > nor3b_1 > a31oi_1 > xnor2_1 > clkdlybuf4s50_1",
global_route,antenna_found_initial,0,
timing,final_max_slew_viol_count,0,
timing,layout_min_cycle_time,23.60,ns
setup_path,timing_worst_setup_path_type,"in2out",
yosys,syn_avg_cell_area,6.89,sq um
finish,final_layout_size_suffix_gt1_frac,0.0240,
yosys,synthTopCellsByArea,"ha_1, nor2b_1, a21o_1",
finish,finalInstanceArea,0.00604,sq mm
finish,final_layout_top_logic_cell,"clkdlybuf4s50_1",
yosys,synth_sequential_area_ratio,0,
placed_design,placement.cell_area,0.00604,sq mm
global_route,track_usage,0.229,
setup_path,crit_path_max_incr_delay,0.62,ns
yosys,xor_share,0.124,
floorplan,chip_area,0.0107,sq mm
yosys,post_synth_inst_count,595,
timing,totalNegativeSetupSlack,0,ns
finish,most-common-layout-cells,"clkdlybuf4s50_1, nor2b_1, ha_1",
global_route,global_route_wire_length_before_repair,19.8,mm
drt,drcViolationCount,0,
clock_network,cts_post_setup_buffers_inserted,0,
timing,max_slew.worst_pin.slew,0.652,ns
drt,vias,4766,
drt,detailedRoute.firstIterationViolations,165,
timing,timing.final.setup_violations,0,
yosys,yosys.cell_types.count,57,
placed_design,port-buffer-count,189,
drt,via_cell_ratio,5.39,
timing,rsz_0062_raised_after_global_routing,"false",
global_route,global_route.overflow_total,0,
floorplan,die_y,103,um
yosys,mux_area_frac,0,
timing,max_clock_freq,0.0424,GHz
yosys,adder_share,0.191,
placed_design,dpl.hpwl,10.5,mm
job,warning_count,35,
drt,drt-total-wl,12.4,mm
finish,area_growth_syn_to_layout,47.2,%
drt,ant_nets,0,
finish,final_util,0.612,
drt,num_antenna_cells,0,
clock_network,cts_hold_buf,0,
finish,area.combinational,0.00392,sq mm
drt,wl_per_cell,14.0,um
global_route,vias_in_the_first_global_route,4298,
yosys,yosys-stat-cells,595,
yosys,syn-cell-area,0.00410,sq mm
timing,timing.final.crit_share,0.518,
global_route,grt_max_degree,63,
power,vdd.ir_drop.worst,0.00760,mV
placed_design,pre_cts_slack,21.96,ns
setup_path,cp_data_arrival_time,14.48,ns
yosys,area_figure_in_the_yosys_stat_output,0.00410,sq mm
power,p_leak,2.71,nW
power,power_density,15.5,mW/mm^2
finish,layout.area.seq,0,sq um
setup_path,critical_path.slowest_cell,"o41ai_1",
finish,fillCellCount,871,
floorplan,fp-utilization,0.416,
yosys,synth-simple-area-share,0.295,
drt,drt-pass1-iter-count,4,
job,drv.max_cap_violation_count,0,
setup_path,critical-path-top-cell-by-count,"clkdlybuf4s50_1",
finish,num-clock-buffers,0,
placed_design,gp_routability_congestion,0.946,
[report_power, final]
part / total (W) / internal [W] / switching (W)
clock: 0 / 0 / 0
combinational: 0.0000937 / 0.0000551 / 0.0000386
sequential: 0 / 0 / 0
total: 0.0000937 / 0.0000551 / 0.0000386
[final timing paths]
kind	start	endpoint	depth (start not counted)
hold / removal	CurrentPC[0]	NextPC[0]	0
setup / recovery	Branch	NextPC[60]	18
[cell usage after synthesis, types with 6 or more instances]
cell type / n
nor3_1: 12
nand2_1: 43
ha_1: 61
nand2b_1: 6
o21bai_1: 12
a31oi_1: 8
nor2_1: 34
and2_1: 7
xnor2_1: 39
nand4_1: 20
xor2_1: 19
nand3_1: 13
a21oi_1: 55
o21ai_0: 29
inv_1: 15
a21o_1: 50
clkbuf_1: 28
nor2b_1: 66
and3_1: 6
[layout make-up]
cell class	instances	share of cell area
multi-input combinational	546	0.648
timing repair buffer	190	0.315
inverter	15	0.00933
tap	133	0.0276
[cell families (layout without fill, tap and decap cells)]
kind of cell,Yosys count,in the layout
AND/OR/NAND/NOR,225,225
adder cells (fa/ha/maj),62,62
XOR/XNOR,58,58
buffers and inverters,49,205
AND-OR/OR-AND,201,201
[routing by layer]
layer | vias up | wire [um] | track usage | share of wire
li1 | 2501 | - | - | -
met1 | 2113 | 5960 | 0.329 | 0.48
met2 | 144 | 5590 | 0.387 | 0.45
met3 | 8 | 760 | 0.0239 | 0.061
met4 | 0 | 64 | 0.0141 | 0.0052
met5 | - | 0 | 0 | 0
[metrics by stage]
| stage | total power, W | hold WS, ns | cells |
|---|---|---|---|
| after floorplan | 0.0000475 | 18.31 | 595 |
| after detailed placement | 0.0000936 | 18.24 | 884 |
| after global routing | 0.000104 | 18.24 | 884 |
| after CTS | 0.0000944 | 18.24 | 884 |
| after global placement | 0.0000936 | 18.24 | 884 |
| final | 0.0000937 | 18.24 | 884 |
[worst max-delay path, delay by kind of cell]
kind                     cells  cell delay (ns)
buffers and inverters        4             1.52
AND/OR/NAND/NOR              4             0.89
XOR/XNOR                     1             0.22
adder cells (fa/ha/maj)      2             0.54
AND-OR/OR-AND                7             2.15
Power figures rest on the tool's default switching activity, not on a simulated workload.
